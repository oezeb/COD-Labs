==> design.v <==
`timescale 1ns / 1ps
module FPGA (
    input clk, BTN,
    input [7:0] sw,
    output [7:0] led
    );
    Control #(.MSB(5)) Control (
    .clk(clk), .en(BTN),
    .sel(sw[7:6]),
    .in(sw[5:0]),
    .out(led[5:0]),
    .z(led[7])
    );
endmodule
module Control #(parameter MSB = 31, LSB = 0, F_MSB = 2, F_LSB = 0) (
    input clk, en,
    input [1:0] sel,
    input [MSB:LSB] in,
    output reg [MSB:LSB] out,
    output reg z
    );
    wire ea,eb,ef;
    wire [MSB:LSB] a, b, ALU_out, ALU_z;
    wire [F_MSB:F_LSB] f;
    always @(negedge clk) begin  
        if(ef_edge) begin 
            out <= ALU_out;
            z <= ALU_z;
        end
    end
    signal_edge signal_edge(
    .clk(clk),
    .in(ef),
    .out(ef_edge)
    );
    ALU  #(.MSB(MSB),.LSB(LSB)) ALU(
    .clk(clk),
    .a(a), .b(b), 
    .f(f),   
    .out(ALU_out),
    .z(ALU_z) 
    );
    Decoder Decoder(
        .clk(clk),
        .en(en),
        .sel(sel),
        .ea(ea), .eb(eb), .ef(ef)
        );
    REG #(.MSB(MSB),.LSB(LSB)) A(
        .clk(clk),
        .en(ea),
        .in(in),
        .out(a)
        );
    REG #(.MSB(MSB),.LSB(LSB)) B(
        .clk(clk),
        .en(eb),
        .in(in),
        .out(b)
        );
    REG #(.MSB(F_MSB),.LSB(F_LSB)) F(
        .clk(clk),
        .en(ef),
        .in(in),
        .out(f)
        );
endmodule
module ALU #(parameter MSB = 31, LSB = 0, F_MSB = 2, F_LSB = 0) (
    input clk,
    input [MSB:LSB] a, b, 
    input [F_MSB:F_LSB] f,   
    output reg [MSB:LSB] out,
    output reg z
    );
    parameter ADD = 0;
    parameter SUB = 1;
    parameter AND = 2;
    parameter OR = 3;
    parameter XOR = 4;
    always @(posedge clk) begin
        case (f)
            ADD: out <= a+b;
            SUB: out <= a-b;
            AND: out <= a&b;
            OR: out <= a|b;
            XOR: out <= a^b;
            default: begin
                out <= 0;
                z <= 1;
            end
        endcase
    end
endmodule
module Decoder (
    input clk, en,
    input [1:0] sel,
    output reg ea, eb, ef
    );
    parameter NONE = 0;
    parameter F = 1;
    parameter A = 2;
    parameter B = 3;
    wire btn_edge;
    always @(negedge clk) begin  
        if(btn_edge) begin
            case (sel)
                NONE: begin
                    ef <= 0; ea <= 0; eb <= 0;
                end
                F: begin
                    ef <= 1;
                end
                A: begin
                    ea <= 1;
                end
                B: begin
                    eb <= 1;
                end
            endcase
        end
        else begin
            ef <= 0; ea <= 0; eb <= 0;
        end
    end
    signal_edge signal_edge(
    .clk(clk),
    .in(en),
    .out(btn_edge)
    );
endmodule
module REG #(parameter MSB = 31, LSB = 0) (
    input clk, en,
    input [MSB:LSB] in,
    output reg [MSB:LSB] out
    );
    always @(posedge clk)
        if(en) out <= in;
endmodule
module signal_edge #(parameter MSB = 0, LSB = 0) (
    input clk,
    input[MSB:LSB]  in,
    output reg [MSB:LSB] out
    );
    reg [MSB:LSB] s1,s2;
    always@(posedge clk) s1 <= in;
    always@(posedge clk) s2 <= s1;
    always @(posedge clk) begin
        if(s1 == s2) 
            out <= 0;
        else 
            out <= s1;
    end
endmodule
==> run.sh <==
#!/bin/bash
# OpenROAD 26Q1-2900-gdf79404cd8, Yosys 0.63+post, stock flow scripts
make -C /OpenROAD-flow-scripts/flow DESIGN_CONFIG=/design/flow/config.mk WORK_HOME=/design/flow/orfs finish
==> config.mk <==
export PLATFORM = sky130hd
export DESIGN_NAME = FPGA
export DESIGN_NICKNAME = FPGA
export VERILOG_FILES = /design/flow/design.v
export SDC_FILE = /design/flow/constraint.sdc
export NUM_CORES = 4
export LEC_CHECK = 1
export CORE_AREA = 10 10 102 102
export DIE_AREA = 0 0 112 112
==> constraint.sdc <==
current_design FPGA

set clk_period 4.4
set clk_io_pct 0.2

create_clock -name clk0 -period $clk_period [get_ports {clk}]

set non_clock_inputs [all_inputs -no_clocks]
set_input_delay [expr $clk_period * $clk_io_pct] -clock clk0 $non_clock_inputs
set_output_delay [expr $clk_period * $clk_io_pct] -clock clk0 [all_outputs]
==> summary.txt <==
impl run done, here's what came out: status completed, Layout area overhead 23.4%, Core Util at FP 0.214, post_cts resized 0, antenna cells 0, Leak 0.905 nW, WP buf/inv 1, CP delay by family, top buffers and inverters, area leader, netlist edfxtp_1, Worst setup SP type flop, first-pass GRT wire length 5140 um, clock sink total 36, most frequent logic cells in the routed design inv_1 (25), ha_1 (22), edfxtp_1 (21), dfxtp_1 (15), clkdlybuf4s50_1 (15), Final setup viols 0, Final TNS setup 0 ns, CP Max Fanout 1, CP cell instances clkdlybuf4s50_1, CTS tree yes, core area 8220 um^2, CTS Buffer Depth 2, maximum vdd drop 123 uV, total number of vias 1038, synth unique cells 30, Avg Inst Size Synth 12.5 um^2, clk root buf clkbuf_8, total of max-cap violations 0, hold_ws 0.351 ns, worst hold path type reg2reg, die height 112 um, setup bufs post-CTS 0, most numerous logic cell after layout inv_1, DRC 0, io pins 18, post-synthesis cell count 140, initial antenna violation count 0, OpenROAD warning count 44, vias in the first global route 1102, clock slew at reported path FFs 0.08 ns, Cell Area, Synth 1760 um^2, Top cells by area edfxtp_1 (36%), dfxtp_1 (17%), ha_1 (16%), inv_1 (3.6%), xnor2_1 (3.5%), Post-CTS Hold Fix Bufs 0, Die X 112 um, post-route ant nets 0, RePlAce Congestion 0.878, Layout Skew 0.0625 ns, gr ovfl total 0, #FFs+latches synth 36, chip area in the Yosys report 1760 um^2, Post-synth seq share 0.530, crit end category output pin, clk ins delay skew pair 0.34 ns, Final WS setup 0.215 ns, ys cells 140, routed vias/inst 3.82, Final Slew Violations 0, pin count of the biggest net entering global routing 13, dpl ws 0.0726 ns, Crit path required time 3.52 ns, Num CTS Buffers 5, critical path type reg2out, Final Hold Vio Count 0, DRT Pass-1 Iters 4, hpwl dp 2270 um, PwrDens 362 nW/um^2, WP data arrival 3.30 ns, crit-path max cell delay 0.46 ns, Port Buffers 15, Total GRT Usage 0.0470, Largest type area fraction 0.359, slowest CP cell clkdlybuf4s50_1, yosys warns 10, H-tree depth 2, # rows 33, die area 12500 um^2, Avg WL per Cell 10.3 um, Initial DRC Count 27, RSZ-0062 raised after global routing no, Total Wirelength 2810 um, Fillers 840, layout cell share with drive strength beyond 1 0.0778
[Yosys cell counts]
library cell  count
o32ai_1           3
a21o_1            3
ha_1             22
a31oi_1           1
a22oi_1           5
buf_4             2
edfxtp_1         21
a31o_2            1
and2b_1           1
nor3b_4           1
nor2_1            8
xnor2_1           7
o22ai_1           3
conb_1            2
mux2i_1           1
o21a_1            3
dfxtp_1          15
a31oi_2           1
a21oi_1           3
buf_6             2
o22a_1            2
o31ai_1           1
xor2_1            1
nor2b_1           8
fa_1              1
nand2_1           2
inv_1            17
mux2_2            1
nor3_4            1
o21ai_0           1
[worst paths after layout]
check / startpoint / endpoint / slack [ns] / cells after the start
max: Control.out[1] / led[1] / 0.22 / 1
min: Control.Decoder.signal_edge.s1 / Control.Decoder.signal_edge.s2 / 0.35 / 0
max reg2reg: Control.Decoder.eb / Control.B.out[5] / 1.31 / 0
min reg2reg: Control.Decoder.signal_edge.s1 / Control.Decoder.signal_edge.s2 / 0.35 / 0
[cell families (layout without fill, tap and decap cells)]
group           Yosys count  in the layout  synth area share
other cells               2              2           0.00428
xor+xnor                  8              8            0.0399
compound gates           27             27             0.114
flops                    36             36             0.530
buf+inv                  21             48            0.0577
mux                       2              2            0.0121
fa+ha+maj                23             23             0.168
simple gates             21             21            0.0741
[per-layer routing]
metal | vias to the layer above | GRT usage | routed length [um]
li1 | 537 | - | -
met5 | - | 0 | 0
met1 | 475 | 0.0607 | 1300
met2 | 24 | 0.0734 | 1240
met3 | 2 | 0.0206 | 252
met4 | 0 | 0.00677 | 20
[where the power goes]
group	total, mW	internal [mW]	switching, mW
sequential	0.375	0.368	0.00777
clock	0.368	0.237	0.132
combinational	0.0414	0.0244	0.0171
total	0.785	0.629	0.156
[sequential cells by signal (all words and copies together), names as in the netlist, 3 cells and up]
signal and count:
Control.A.out 6, Control.ALU.out 6, Control.B.out 6, Control.out 6, Control.F.out 3
[layout make-up]
class / instances / area (um^2) / area share
repair buffers: 15 / 150 / 0.0693
multi-input cells: 83 / 724 / 0.334
clock buffers: 5 / 68.8 / 0.0318
well taps: 105 / 131 / 0.0606
inverters: 16 / 60.1 / 0.0277
flip-flops and latches: 36 / 931 / 0.430
clock inverters: 12 / 101 / 0.0468
[through the flow]
step | util | instances | cell area (um^2) | total power [mW]
after floorplan | - | 140 | 1760 | 0.421
after global placement | 0.243 | 256 | 2000 | 0.437
after detailed placement | 0.243 | 256 | 2000 | 0.438
after CTS | 0.264 | 272 | 2170 | 0.796
after global routing | 0.264 | 272 | 2170 | 0.823
final | 0.264 | 272 | 2170 | 0.785
Power and IR drop assume default switching activity.
