### flow/run.sh
#!/bin/bash
# OpenROAD 26Q1-2900-gdf79404cd8, Yosys 0.63+post, stock flow scripts
make -C /OpenROAD-flow-scripts/flow DESIGN_CONFIG=/design/flow/config.mk WORK_HOME=/design/flow/orfs finish
### flow/config.mk
export PLATFORM = sky130hd
export DESIGN_NAME = RegFile
export DESIGN_NICKNAME = RegFile
export VERILOG_FILES = /design/flow/design.v
export SDC_FILE = /design/flow/constraint.sdc
export NUM_CORES = 4
export LEC_CHECK = 1
export CORE_UTILIZATION = 50
### flow/constraint.sdc
current_design RegFile

set clk_period 18.7
set clk_io_pct 0.2

create_clock -name clk0 -period $clk_period [get_ports {clk}]

set non_clock_inputs [all_inputs -no_clocks]
set_input_delay [expr $clk_period * $clk_io_pct] -clock clk0 $non_clock_inputs
set_output_delay [expr $clk_period * $clk_io_pct] -clock clk0 [all_outputs]
### flow/design.v
`timescale 1ns / 1ps
module RegFile (
    input clk, we,              
    input [31:0] wd,                 
    input [4:0] wa, ra0, ra1, ra2,  
    output [31:0] rd0, rd1, rd2      
    );
    localparam SIZE = 32; 
    reg [31:0] memory[SIZE-1:0]; 
    assign rd0 = (we == 1 && ra0 == wa) ? wd : memory[ra0];
    assign rd1 = (we == 1 && ra1 == wa) ? wd : memory[ra1];
    assign rd2 = (we == 1 && ra2 == wa) ? wd : memory[ra2];
    initial begin
        memory[0] <= 0;  
        memory[2] <= 8'hff;  
    end
    always @(posedge clk) begin
        if(wa != 0 & we == 1) begin
            memory[wa] <= wd;
        end
    end
endmodule
==> impl_results.rst <==
Synthesis and place-and-route
=============================

.. list-table::
   :header-rows: 1

   * - Metric
     - Value
   * - Routed Wire Length
     - just under 200000 um
   * - Final worst path period need
     - roughly 12 ns
   * - Final setup violation count
     - 0
   * - Slew Limit Headroom
     - 0.369
   * - Vias in the first global route
     - between 30k and 40k
   * - Metal1 wirelength
     - about 57000 um
   * - Endpoints failing hold
     - 0
   * - Post-synthesis area per instance
     - 19.6 um^2
   * - Maximum clock insertion buffer count
     - 3
   * - Detailed-routed wire length on met2
     - 88600 um
   * - CP Data Required Time
     - between 10 and 15 ns
   * - Worst path cell trace
     - clkbuf_8 -> buf_4 -> or3b_2 -> buf_4 -> o22ai_1 -> a211oi_1 -> a22o_1 -> clkdlybuf4s50_1
   * - Synth area leader
     - sky130_fd_sc_hd__edfxtp_1
   * - Count of boundary I/O pins
     - roughly 150
   * - Placer congestion estimate
     - between 0.9 and 1
   * - Area contributors post-synth
     - sky130_fd_sc_hd__edfxtp_1 (55%), sky130_fd_sc_hd__mux4_2 (31%), sky130_fd_sc_hd__mux2i_1 (3.4%), sky130_fd_sc_hd__o22ai_1 (2.1%), sky130_fd_sc_hd__a22o_1 (1.5%)
   * - Kind of launch point of the worst setup path
     - input pin
   * - Clock transition at the registers of the reported paths
     - ~0.050 ns
   * - Class of the most critical hold timing path
     - in -> reg
   * - CP max-delay cell
     - sky130_fd_sc_hd__or3b_2
   * - CP most frequent cell
     - sky130_fd_sc_hd__buf_4
   * - Count of buffering cells on the critical path with inverters included
     - 4
   * - Starting Density
     - 0.505
   * - Sum of internal, switching and leakage power
     - 5.45 mW
   * - Antenna violations before repair
     - 8
   * - Number of routed nets with antenna violations
     - 0
   * - Remaining routing DRC violations
     - 0
   * - OpenROAD warnings
     - 26
   * - Number of port buffers
     - roughly 150
   * - Register name with the most flops
     - memory
   * - TritonCTS clock tree
     - done
   * - Drt initial violations
     - ~2.4k
   * - Post-layout instance area
     - between 60000 and 70000 um^2
   * - Number of rows created at floorplan
     - about 120
   * - Hold buffer count at cts
     - 0
   * - Number of cell instances after yosys synthesis
     - around 2.9k
   * - Chip area line of the yosys report
     - between 50000 and 60000 um^2
   * - Number of cells produced by synthesis
     - around 2.9k
   * - Core Util, Final
     - 0.565
   * - Fraction of final layout cells sized beyond drive strength 1
     - 0.372
   * - Pwr per Cell Area
     - 86.9 nW/um^2
   * - Fraction of the cycle the final worst path needs
     - 0.628
   * - Total GRT Usage
     - 0.402
   * - Minimum setup slack in the final design
     - 6.96 ns
   * - HPWL after detailed placement
     - 114000 um
   * - Number of clock sinks
     - a little over 1k
   * - Placed Cells incl. Taps
     - 4386
   * - Number of slew-limit violations in the final report
     - 0
   * - Critical-path maximum fanout
     - about 50
   * - Root Driver
     - sky130_fd_sc_hd__clkbuf_16
   * - H-tree Lvls
     - 3
   * - Mapped Area
     - around 56000 um^2
   * - Number of CTS-inserted buffers
     - approximately 110
   * - Global-route wire length before repair
     - between 200000 and 300000 um
   * - Start-to-end type of the worst setup path
     - in -> out
   * - Dpl ws
     - a little over 7 ns
   * - Outcome
     - completed
   * - Flops after synth
     - around 1.0k
   * - Post-CTS sizing
     - 0
   * - Signed area change from the synthesized netlist to the final layout
     - 12.0%
   * - Die Height
     - roughly 340 um
   * - Number of post-CTS setup repair buffers
     - 0
   * - Detailed-route vias per instance
     - ~7.5
   * - Setup crit end kind
     - primary output
   * - Via total after detailed routing
     - 34.3k
   * - Chip Footprint
     - about 110000 um^2
   * - Area of placed instances
     - a little under 60000 um^2
   * - Transition time of the tightest slew-check pin
     - about 0.94 ns
   * - Largest registers
     - memory (1024)
   * - Dominant delay contributor by cell family on the critical path
     - buffers and inverters
   * - Area share, top type
     - 0.550
   * - Average detailed-routed wire length per instance
     - between 40 and 50 um
   * - Overall die width
     - roughly 340 um
   * - Setup tns final
     - 0 ns
   * - Met3 wire length
     - between 40000 and 50000 um
   * - Unrepaired setup endpoints after global routing
     - no
   * - Layout Cells excl Fill
     - 4592
   * - Max rail drop VDD
     - around 0.074 mV
   * - Largest net degree at the start of global routing
     - 69
   * - Floorplan Core Area
     - 111000 um^2
   * - Sequential cell area fraction in the yosys report
     - 0.550
   * - Maximum operating frequency
     - 0.0851 GHz
   * - Pre-Repair DR Iteration Count
     - 5
   * - Worst Hold Slack
     - slightly below 4 ns
   * - Distinct lib cells used
     - 29
   * - Top Metal Used
     - met5
   * - Max_cap viols
     - 0
   * - Remaining global-route overflow
     - 0
   * - Standby leakage power
     - around 20 nW
   * - Number of flip-flops in the largest register
     - ~1k
   * - Yosys warning tally
     - 1
   * - Slowest stage delay, CP
     - approximately 0.75 ns
   * - Data arrival time of the critical path
     - ~8.0 ns
worst paths after layout:
kind / from / slack [ns] / depth (start not counted) / end
setup / recovery: ra0[2] / 6.96 / 8 / rd0[16]
hold / removal: wd[12] / 3.87 / 2 / memory[18][12]
synth_stat cells (all sizes together):
cell and count:
mux2i 192, nand3 5, xor2 12, a221oi 1, nand3b 9, or3b 8, nor4 3, nand2 2
nor2 35, buf 195, a211oi 94, xnor2 3, a22oi 94, mux4 769, and2 9, conb 1
o31ai 2, clkbuf 109, or3 4, edfxtp 1024, and3 1, o22ai 188, nor2b 4, a22o 96
cell families after synthesis:
logic type	Yosys count	synth area share
AND-OR/OR-AND	475	0.0617
XOR/XNOR	15	0.00235
buffers and inverters	304	0.0337
flip-flops	1024	0.550
multiplexers	961	0.344
other	1	0.0000670
AND/OR/NAND/NOR	80	0.00854
per-layer routing:
layer	up-vias	GRT usage
li1	13200	-
met1	17300	0.466
met2	3198	0.544
met3	546	0.358
met4	37	0.138
met5	-	0.0766
cell type report:
class                   instances  area (um^2)
clock inverters                66          614
clock buffers                 135         2930
flip-flops and latches       1024        30700
well taps                    1488         1860
diodes                          5         12.5
fillers                      8117        48200
multi-input cells            1563        23700
repair buffers                311         2780
power by group:
| part | switching [mW] | internal [mW] | leakage [nW] |
|---|---|---|---|
| Combinational | 0.389 | 0.314 | 8.89 |
| Clock | 0.907 | 1.26 | 1.74 |
| Sequential | 0.0190 | 2.56 | 9.25 |
| Total | 1.31 | 4.13 | 19.9 |
layout by cell type, fill, tap and decap left out, types with 12 or more instances in the layout:
cell type	count
sky130_fd_sc_hd__a211oi_1	94
sky130_fd_sc_hd__a22o_1	96
sky130_fd_sc_hd__a22oi_1	94
sky130_fd_sc_hd__buf_4	159
sky130_fd_sc_hd__clkbuf_1	21
sky130_fd_sc_hd__clkbuf_16	114
sky130_fd_sc_hd__clkdlybuf4s50_1	140
sky130_fd_sc_hd__clkinv_1	23
sky130_fd_sc_hd__clkinv_2	23
sky130_fd_sc_hd__conb_1	32
sky130_fd_sc_hd__edfxtp_1	1024
sky130_fd_sc_hd__mux2i_1	192
sky130_fd_sc_hd__mux4_2	769
sky130_fd_sc_hd__nor2_4	31
sky130_fd_sc_hd__o22ai_1	188
sky130_fd_sc_hd__xor2_1	12
No activity file was given, so power comes from the tool's default toggle rates.
